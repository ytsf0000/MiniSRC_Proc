### flow/run.sh
#!/bin/bash
# OpenROAD 26Q1-2900-gdf79404cd8, Yosys 0.63+post, stock flow scripts
make -C /OpenROAD-flow-scripts/flow DESIGN_CONFIG=/design/flow/config.mk WORK_HOME=/design/flow/orfs finish
### flow/constraint.sdc
current_design SelectEncoderBlock

set clk_period 3.8
set clk_io_pct 0.2

create_clock -name clk0 -period $clk_period

set non_clock_inputs [all_inputs -no_clocks]
set_input_delay [expr $clk_period * $clk_io_pct] -clock clk0 $non_clock_inputs
set_output_delay [expr $clk_period * $clk_io_pct] -clock clk0 [all_outputs]
### flow/config.mk
export PLATFORM = sky130hd
export DESIGN_NAME = SelectEncoderBlock
export DESIGN_NICKNAME = SelectEncoderBlock
export VERILOG_FILES = /design/flow/design.v
export SDC_FILE = /design/flow/constraint.sdc
export NUM_CORES = 4
export LEC_CHECK = 1
export CORE_AREA = 10 10 70 70
export DIE_AREA = 0 0 80 80
### flow/design.v
module SelectEncoderBlock(
    output [15:0]Rin_Sig, Rout_Sig,
    input [31:0] IR,
    input Gra, Grb, Grc, Rin, Rout, BAout
);
    wire [3:0] Ra,Rb,Rc;  
    wire [3:0] decoderIn;
    wire [15:0] decoderOut;
    assign Ra = IR[26:23];
    assign Rb = IR[22:19];
    assign Rc = IR[18:15];
    assign decoderIn = (Gra ? Ra : 4'b0000) |
                       (Grb ? Rb : 4'b0000) |
                       (Grc ? Rc : 4'b0000);
    Decoder4to16 decoder (
        .out(decoderOut),
        .in(decoderIn)
    );
    assign Rin_Sig = decoderOut & {16{Rin}};
    assign Rout_Sig = decoderOut & {16{Rout | BAout}};
endmodule
module Decoder4to16(
    output reg [15:0] out,   
    input [3:0] in           
);
    always @(*) begin
		out = 16'b0;  
		out = 16'b1 << in;  
    end
endmodule
==> flow_summary.rst <==
Run summary
-----------

.. list-table::
   :header-rows: 1

   * - Metric
     - Value
   * - Outcome
     - complete, no violations
   * - Filler Cell Count
     - 390
   * - Number of instances in the synthesized netlist
     - 49
   * - Mapped Avg Cell Area
     - 5.06 µm²
   * - Layout cells sized above 1
     - 0.0396
   * - Antenna violations before repair
     - 0
   * - Crit share post-route
     - 0.947
   * - Largest net degree at the start of global routing
     - 9
   * - Final sum of negative setup slack
     - 0 ps
   * - Final critical-path setup slack
     - 200 ps
   * - Number of antenna cells inserted
     - 0
   * - Vias after detailed routing
     - 538
   * - Synthesis-to-finish area growth
     - 233%
   * - Global routing's busiest layer
     - met2
   * - DRC
     - 0
   * - All-layer global routing usage
     - 0.0503
   * - Die height
     - 80 µm
   * - Share of synthesized area occupied by flip-flops and latches
     - 0
   * - Boundary pin count
     - 70
   * - Signal arrival time at the worst endpoint
     - 2840 ps
   * - IR drop worst, VDD
     - 31.1 µV
   * - Area of the mapped netlist
     - 248 µm²
   * - Congestion Overflow GR
     - 0
   * - Min cycle time layout
     - 3600 ps
   * - Final-report setup violation count
     - 0
   * - Grt met3 use
     - 0.0239
   * - Yosys warning tally
     - 1
   * - Number of buffers inserted to repair setup after CTS
     - 0
   * - Routed WL
     - 1.86 mm
   * - Pre-CTS WS
     - 171 ps
   * - Width of the chip
     - 80 µm
   * - Worst relative slew slack
     - 0.542
   * - Critical path peak fanout
     - 8
   * - Cell leakage power
     - 0.273 nW
   * - Chip footprint
     - 0.00640 mm²
   * - Core utilization before placement
     - 0.0725
   * - Number of flip-flops and latches
     - 0
   * - Final instance count without filler cells
     - 147
   * - Cell depth of the worst min-delay path
     - 4
   * - Final routed wire length divided by cell count
     - 12.7 µm
   * - Global Route met2 Usage
     - 0.0803
   * - WS Path Type
     - primary input to output port
   * - Average via count per standard cell
     - 3.66
   * - Row Count
     - 21
   * - Yosys cell count
     - 49
   * - Endpoint required time on the critical path
     - 3040 ps
   * - Crit path from
     - Gra
   * - Worst min-delay path class
     - primary input to output port
   * - Post-layout util
     - 0.241
   * - YS chip area
     - 248 µm²
   * - Type of element launching the critical path
     - primary input
   * - Storage element area
     - 0 µm²
   * - Distinct lib cells
     - 11
   * - PwrDens
     - 90.7 mW/mm²
   * - Endpoints failing hold
     - 0
   * - Worst slew pin tran
     - 686 ps
   * - Wire length of the first global-routing pass
     - 2.67 mm
   * - Highest clock frequency the design can meet
     - 278 MHz
   * - Core area
     - 0.00342 mm²
   * - Number of hold buffers added after CTS
     - 0
   * - First-pass DRT Iterations
     - 4
   * - Gates resized, CTS repair
     - 0
   * - GR Util met1
     - 0.0639
   * - Endpoint class of the critical path
     - output port
   * - Number of clock buffers in the layout
     - 0
   * - Via count of the first global-routing pass
     - 530
   * - RSZ-0062 raised after global routing
     - false
   * - HPWL after detailed placement
     - 1.68 mm
   * - Dpl cells
     - 147
   * - Number of violations of the max-capacitance limit
     - 0
   * - Number of nets with antenna violations after detailed routing
     - 0
   * - Initial drt markers
     - 32
   * - Buffers on Ports
     - 50
   * - Tool warnings
     - 52
   * - Placer Congestion
     - 0.747
   * - Max-slew violation count
     - 0
   * - Hold_sp
     - Rin
## kinds of logic (layout without fill, tap and decap cells)
logic type	Yosys count	after routing	share of synthesized area
AND/OR/NAND/NOR	42	42	0.773
AND-OR/OR-AND	6	6	0.212
buffers and inverters	1	53	0.0151
## synthesized netlist by cell type (all sizes together)
cell type   n  area [µm²]
clkbuf      1        3.75
nand3b      3        22.5
nor2       32         120
nand3       1        5.00
o21ai       1        5.00
a222oi      4        40.0
nand2b      1        6.26
o21bai      1        7.51
or3b        3        26.3
or3         1        7.51
nand2       1        3.75
## worst max-delay path, stage by stage
cell                              delay [ps]
sky130_fd_sc_hd__clkdlybuf4s50_1         470
sky130_fd_sc_hd__a222oi_1                570
sky130_fd_sc_hd__o21ai_1                 370
sky130_fd_sc_hd__nor2_1                  180
sky130_fd_sc_hd__clkdlybuf4s50_1         480
## placed cells by master (no fill, tap or decap)
| cell type | n |
|---|---|
| sky130_fd_sc_hd__a222oi_1 | 4 |
| sky130_fd_sc_hd__buf_4 | 3 |
| sky130_fd_sc_hd__clkdlybuf4s50_1 | 50 |
| sky130_fd_sc_hd__nand2_1 | 1 |
| sky130_fd_sc_hd__nand2b_1 | 1 |
| sky130_fd_sc_hd__nand3_1 | 1 |
| sky130_fd_sc_hd__nand3b_1 | 3 |
| sky130_fd_sc_hd__nor2_1 | 32 |
| sky130_fd_sc_hd__o21ai_1 | 1 |
| sky130_fd_sc_hd__o21bai_1 | 1 |
| sky130_fd_sc_hd__or3_2 | 1 |
| sky130_fd_sc_hd__or3b_1 | 3 |
## metal layers
metal / up-vias / routed length (µm) / share of wire
met5: - / 0 / 0
met4: 0 / 0 / 0
met3: 0 / 313 / 0.17
met2: 37 / 775 / 0.42
met1: 223 / 771 / 0.41
li1: 278 / - / -
## worst paths after layout
kind                     endpoint
worst max-delay path  Rout_Sig[1]
worst min-delay path   Rin_Sig[5]
## final cells by class
type                       instances  area [µm²]  share of cell area
timing repair buffer              53         523               0.634
tap                               46        57.6              0.0698
multi-input combinational         48         244               0.296
## power breakdown
part	internal (W)	switching [W]
Clock	0	0
Sequential	0	0
Combinational	0.0000456	0.0000292
Total	0.0000456	0.0000292
## metrics by stage
step	hold slack (ps)	power (W)	area [µm²]
detailed placement	2670	0.0000767	825
floorplan	1700	0.0000238	248
CTS	2680	0.0000768	825
global route	2730	0.0000824	825
finish	2650	0.0000748	825
global placement	2670	0.0000754	825
Power and IR drop assume default switching activity.
