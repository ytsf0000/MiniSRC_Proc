$ cat /design/flow/run.sh
#!/bin/bash
# OpenROAD 26Q1-2900-gdf79404cd8, Yosys 0.63+post, stock flow scripts
make -C /OpenROAD-flow-scripts/flow DESIGN_CONFIG=/design/flow/config.mk WORK_HOME=/design/flow/orfs finish
$ cat /design/flow/config.mk
export PLATFORM = sky130hd
export DESIGN_NAME = Bus
export DESIGN_NICKNAME = Bus
export VERILOG_FILES = /design/flow/design.v
export SDC_FILE = /design/flow/constraint.sdc
export NUM_CORES = 4
export LEC_CHECK = 1
export CORE_AREA = 10 10 368 368
export DIE_AREA = 0 0 378 378
$ cat /design/flow/constraint.sdc
current_design Bus

set clk_period 8.8
set clk_io_pct 0.2

create_clock -name clk0 -period $clk_period

set non_clock_inputs [all_inputs -no_clocks]
set_input_delay [expr $clk_period * $clk_io_pct] -clock clk0 $non_clock_inputs
set_output_delay [expr $clk_period * $clk_io_pct] -clock clk0 [all_outputs]
$ cat /design/flow/design.v
module Bus (
	input [31:0] BusMuxInR0, BusMuxInR1, BusMuxInR2, BusMuxInR3, BusMuxInR4, BusMuxInR5, BusMuxInR6, BusMuxInR7,
					BusMuxInR8, BusMuxInR9, BusMuxInR10, BusMuxInR11, BusMuxInR12, BusMuxInR13, BusMuxInR14, BusMuxInR15,
					BusMuxInHi, BusMuxInLo, BusMuxInZhi, BusMuxInZlo, BusMuxInPC, BusMuxInMDR, BusMuxInPort, BusMuxInCin,
					BusMuxIn_In, BusMuxOutPort, BusMuxInLO, BusMuxInHI,
	input R0out, R1out, R2out, R3out, R4out, R5out, 
			R6out, R7out, R8out, R9out, R10out, R11out, 
			R12out, R13out, R14out, R15out, HIout, LOout, 
			Zhighout, Zlowout, PCout, MDRout, InPortout, 
			Cout, RINout,OutPortout,
	output [31:0] BusMuxOut
);
reg [31:0]q;
always @ (*) begin
	if(R0out) q = BusMuxInR0;
	else if(R1out) q = BusMuxInR1;
	else if(R2out) q = BusMuxInR2;
	else if(R3out) q = BusMuxInR3;
	else if(R4out) q = BusMuxInR4;
	else if(R5out) q = BusMuxInR5;
	else if(R6out) q = BusMuxInR6;
	else if(R7out) q = BusMuxInR7;
	else if(R8out) q = BusMuxInR8;
	else if(R9out) q = BusMuxInR9;
	else if(R10out) q = BusMuxInR10;
	else if(R11out) q = BusMuxInR11;
	else if(R12out) q = BusMuxInR12;
	else if(R13out) q = BusMuxInR13;
	else if(R14out) q = BusMuxInR14;
	else if(R15out) q = BusMuxInR15;
	else if(HIout) q = BusMuxInHI;
	else if(LOout) q = BusMuxInLO;
	else if(Zhighout) q = BusMuxInZhi;
	else if(Zlowout) q = BusMuxInZlo;
	else if(PCout) q = BusMuxInPC;
	else if(MDRout) q = BusMuxInMDR;
	else if(InPortout) q = BusMuxInPort;
	else if(Cout) q = BusMuxInCin;
	else if(RINout) q = BusMuxIn_In;
	else if(OutPortout) q = BusMuxOutPort;
	else q = 32'b0;
end
assign BusMuxOut = q;
endmodule 
==> reports/qor.yml <==
status: "finished clean"
p_leak_nw: 5.92
min_path_cells: 5
vias_per_cell: 4.05
place.gp.congestion: 0.982
layout_top_cells: "880 x clkdlybuf4s50_1, 155 x o22ai_1, 71 x nand2_1"
grt_usage: 0.176
wl_mm: 132
grt_overflow: 0
dp_cells: 3519
power_switching_mw: 0.439
instances_no_fill: 3554
xor_share: 0
comb_power_share: 1.000
crit_required_ns: 7.04
path_max_fanout: 23
vias: 14377
syn_inst: 1045
hold_viol: 0
intPower_mw: 0.499
dp_hpwl_mm: 120
ys_sh_mux: 0
relSlewSlack: 0.336
grt_start_max_net_pins: 61
logic_family: "AND-OR/OR-AND gates"
startpoint: "PCout"
synthAdderAreaFrac: 0
flop_area_um2: 0
p_per_area_nw_per_um2: 52.2
drc: 0
worst_pin_slew_ns: 0.995
ys_seq_frac: 0
ys_cells: 1045
fin_tns_setup_ns: 0
clockPowerShare: 0
drive_gt1_frac: 0.0582
hold_end: "BusMuxOut[26]"
chipArea_um2: 143000
setup_viol: 0
ir_worst_vdd_uv: 19.1
die.size.y_um: 378
postRouteAntennaNets: 0
yosys_warnings: 1
seqPwrFrac: 0
slew_violations: 0
wl_per_cell_um: 37.1
dieWidth_um: 378
drt-initial-drc-count: 1649
drv_cap: 0
grt_pass1_vias: 14101
simple_gate_share: 0.265
end_kind: "output pin"
avgSynthCellArea_um2: 6.71
hold_path.class: "input port to output pin"
rows: 131
critical_path_arrival_ns: 5.40
fmax_mhz: 140
n_clock_buffer: 0
post-cts-setup-buffers: 0
period_used_share: 0.813
fin_crit_ns: 7.16
drt_pass1_iterations: 11
crit_type: "input port to output pin"
rsz0062_at_grt: "no"
grt_antenna_before_repair: 151
hold_buffers: 0
port_buffers: 890
warning_count: 96
swShare: 0.468
hold_start: "R9out"
critPathLaunchType: "input port"
yosysChipArea_um2: 7010
fillers: 14607
syn_area_um2: 7010
initCoreUtil: 0.0550
cts_resized: 0
syn_to_final_growth_pct: 156
yosys.area_share.aoi: 0.631
synth_cell_types: 41
layout_top_cell: "clkdlybuf4s50_1"
seq_cell_count: 0
grt_pass1_wl_mm: 161
core_area_um2: 128000
io_pins: 954
## power groups by stage
stage	clock network (mW)	logic [mW]	registers, mW
after global routing	0.000000293	0.984	0
final	0.000000340	0.938	0
after CTS	0	0.946	0
## cell usage after synthesis, drive strengths merged
cell | count | area share
a211o | 31 | 0.039
a21o | 31 | 0.033
a21oi | 37 | 0.026
a221oi | 63 | 0.091
a222oi | 62 | 0.088
a22o | 1 | 0.0012
a22oi | 31 | 0.033
a31o | 32 | 0.040
a31oi | 1 | 0.00089
a41o | 31 | 0.044
and3b | 31 | 0.039
buf | 37 | 0.030
clkbuf | 99 | 0.053
inv | 38 | 0.020
nand2 | 71 | 0.038
nand2b | 35 | 0.031
nand3b | 4 | 0.0043
nor2 | 5 | 0.0027
nor2b | 39 | 0.035
nor3 | 36 | 0.030
nor3b | 38 | 0.041
nor4 | 1 | 0.00089
o211ai | 33 | 0.035
o21ai | 33 | 0.024
o221ai | 1 | 0.0012
o22ai | 155 | 0.14
o31a | 1 | 0.0012
o31ai | 32 | 0.034
or2 | 3 | 0.0027
or3 | 2 | 0.0025
or3b | 31 | 0.039
## worst max-delay path, stage by stage
cell	delay, ns
clkdlybuf4s50_1	0.56
nand2b_2	0.70
buf_4	0.38
buf_4	0.17
o22ai_1	0.59
nand2_1	0.14
a41o_1	0.30
a31o_1	0.23
clkdlybuf4s50_1	0.46
## cell families (layout without fill, tap and decap cells)
kind of cell,count (synthesis),in the layout
AND/OR/NAND/NOR,296,296
AND-OR/OR-AND,575,575
other,0,35
buffers and inverters,174,986
## layer usage
metal,part of all wire,routed length [um],vias to the layer above,track usage
met5,0.0058,762,-,0
met4,0.021,2740,116,0.0363
met2,0.46,60100,996,0.277
li1,-,-,6068,-
met3,0.10,13300,238,0.0643
met1,0.42,55100,6959,0.229
## worst max-delay path by stage
stage | slack [ns] | cells after the start | endpoint
CTS | 1.79 | 9 | BusMuxOut[6]
finish | 1.64 | 9 | BusMuxOut[6]
global route | 1.66 | 9 | BusMuxOut[3]
## cell type report
| class | count | area [um^2] | share of cell area |
|---|---|---|---|
| well taps | 1662 | 2080 | 0.116 |
| multi-input cells | 871 | 6360 | 0.354 |
| diodes | 35 | 87.6 | 0.00488 |
| repair buffers | 948 | 9290 | 0.517 |
| inverters | 38 | 143 | 0.00794 |
## through the flow
step	setup slack [ns]	area, um^2	hold slack, ns	total power, mW	utilization
floorplan	4.05	7010	3.73	0.251	-
global placement	1.83	17900	4.71	0.942	0.140
detailed placement	1.80	17900	4.71	0.941	0.140
CTS	1.79	17900	4.71	0.946	0.140
global route	1.66	17900	4.79	0.984	0.141
finish	1.64	18000	4.72	0.938	0.141
Power is estimated from default activity; no workload was simulated.
