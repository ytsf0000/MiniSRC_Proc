==> flow/design.v <==
module MDR #(parameter DATA_WIDTH_IN = 32, DATA_WIDTH_OUT = 32, INIT = 32'h0)(
    input Clear, Clock, MDRin,
    input [31:0] BusMuxOut, input [31:0] Mdatain,
    input Read,
	 output [31:0] BusMuxIn
);
	reg [31:0]d;
	initial d = 32'b0;
	always @ (*) begin
		 if(~Read) begin
			  d = BusMuxOut;
		 end
		 else begin
			  d = Mdatain;
		 end
	end  
	reg[31:0]q;
	initial q = 32'b0;
	always @ (posedge Clock) begin
		if (Clear) begin
			q <= {DATA_WIDTH_IN{1'b0}};
		end
		else if (MDRin) begin
			q <= d;
		end
	end
	assign BusMuxIn = q;
endmodule 
==> flow/run.sh <==
#!/bin/bash
# OpenROAD 26Q1-2900-gdf79404cd8, Yosys 0.63+post, stock flow scripts
make -C /OpenROAD-flow-scripts/flow DESIGN_CONFIG=/design/flow/config.mk WORK_HOME=/design/flow/orfs finish
==> flow/config.mk <==
export PLATFORM = sky130hd
export DESIGN_NAME = MDR
export DESIGN_NICKNAME = MDR
export VERILOG_FILES = /design/flow/design.v
export SDC_FILE = /design/flow/constraint.sdc
export NUM_CORES = 4
export LEC_CHECK = 1
export CORE_AREA = 10 10 100 100
export DIE_AREA = 0 0 110 110
==> flow/constraint.sdc <==
current_design MDR

set clk_period 1.0
set clk_io_pct 0.2

create_clock -name clk0 -period $clk_period [get_ports {Clock}]

set non_clock_inputs [all_inputs -no_clocks]
set_input_delay [expr $clk_period * $clk_io_pct] -clock clk0 $non_clock_inputs
set_output_delay [expr $clk_period * $clk_io_pct] -clock clk0 [all_outputs]
==> results.toml <==
# flow metrics
[placement]
gp_congestion = 0.733
place_area_mm2 = 0.00255
place_ws_ns = -0.116
dp_hpwl_um = 3750
portBuffers = 99

[min_path]
hold_start = "MDRin"
min_path_cells = 3
worstHoldPathType = "input pin to register"
hold-path-endpoint = "q[20]"

[synthesis]
yosysSeqAreaShare = 0.446
yosysWarnings = 1
ys.flop_type = "dfxtp_1"
synth_cell_types = 9
avgSynthCellArea_um2 = 10.1
top_area_frac = 0.446
yosys_area_mm2 = 0.00144
netlist.top_cell.by_area = "dfxtp_1"
ys_top_cells_by_count = "32 x a211oi_1, 32 x dfxtp_1, 32 x mux2i_1, 32 x nor2_1, 6 x clkbuf_1"
ys.flops = 32
ys_cells = 142
edf_count = 0
async_flop_share = 0
synthCells = 142
syn_area_mm2 = 0.00144
synthTopCellsByArea = "dfxtp_1 45%, mux2i_1 22%, a211oi_1 17%, nor2_1 8.4%, buf_12 4.2%"

[critical_path]
crit_slowest_cell = "dfxtp_2"
r2r-start = "q[19]"
r2r_setup_slack_ns = 0.18
r2r_end = "q[19]"
cp_slowest_stage_delay_ns = 0.33
cp_max_fo = 2
worst-r2r-cell-count = 4
start_kind = "register"
endpoint_kind = "output pin"
arrival_ns = 0.76
crit_buf_inv = 1
crit_required_ns = 0.80
worstPathCellList = "clkdlybuf4s15_1"
worstSetupStartpoint = "q[10]"
cpLargestDelayFamily = "flip-flops"
critical_path_class = "register to output pin"

[clock_network]
cts_tree = "yes"
root_buffer = "clkbuf_8"
cts_made_buffers = 5
htree_levels = 2
clk_pin_slew_ns = 0.07
holdBufCountCts = 0
clockBufferDepth = 2
clock-sinks = 32
insertion_delay_ns = 0.27

[sta]
hold_viol_final = 0
setup_viol = 0
clock.fmax_mhz = 1040
timing.hold.ws_ns = 0.358
fin_skew_ns = 0
drv_slew = 0
finalCritPeriodShare = 0.963
period_needed_ns = 0.963
max_slew_margin = 0.867
worst_pin_slew_ns = 0.193
setup_ws_ns = 0.0367
rsz0062_at_grt = "no"
fin_setup_tns_ns = 0

[die]
die_width_um = 110
initCoreUtil = 0.184
core-area_mm2 = 0.00781
ios = 100
fp.dieArea_mm2 = 0.0121
rows = 32
die_h_um = 110

[global_route]
grt_use_met2 = 0.119
top_usage_layer = "met2"
grt_overflow = 0
grt_pass1_vias = 1471
antenna_found_initial = 0
met1_usage = 0.0929
grt_max_degree = 35
grt_first_pass_wirelength_um = 7250
track_usage = 0.0747
gr-usage-met3 = 0.0376

[run_status]
outcome = "finished, final reports clean"

[flow_run]
cap_violations = 0
warning_count = 25

[cells_and_area]
regMostFlops = "q"
syn_to_final_growth_pct = 81.5
fin_util = 0.334
final_cell_area_mm2 = 0.00261
largest_reg_flops = 32
largest_registers = "q (32)"
drive_above_1_share = 0.357

[route]
vias = 1381
wire_per_inst_um = 13.1
first_iter_violations = 42
drc_errors = 0
antennaDiodeCount = 0
dr.pass1.iters = 4
routed_wl_um = 4650
ant_nets = 0
vias_per_cell = 3.90

[power_and_ir_drop]
leakage_nw = 1.13
ir_drop_uv = 627
powerDensity_mw_per_mm2 = 1230
## per-layer routing
| layer | wire (um) | part of all wire |
|---|---|---|
| met1 | 1940 | 0.42 |
| met2 | 2160 | 0.46 |
| met3 | 519 | 0.11 |
| met4 | 32 | 0.0069 |
| met5 | 0 | 0 |
## metrics by stage
stage	total power [mW]	std cells
global placement	2.21	337
finish	3.20	354
detailed placement	2.21	337
floorplan	1.69	142
CTS	3.29	348
global route	3.43	354
## power by group
part | switching [mW] | internal, mW
registers | 0.0439 | 1.39
clock network | 0.450 | 0.612
logic | 0.227 | 0.480
total | 0.721 | 2.48
## final cells by class
| cell class | instances | area, um2 |
|---|---|---|
| repair buffers | 117 | 1020 |
| multi-input cells | 96 | 681 |
| clock buffers | 7 | 96.3 |
| well taps | 102 | 128 |
| flip-flops and latches | 32 | 681 |
| fillers | 807 | 5200 |
## worst max path at each step
stage	to	slack, ns	cells after the start
4_1_cts	BusMuxIn[27]	0.0003	1
5_1_grt	BusMuxIn[10]	0.001	1
6_report	BusMuxIn[10]	0.04	1
## cells in the final DEF (no fill, tap or decap)
master           count
nor2_1              32
buf_4               13
clkbuf_8             7
buf_12               5
clkdlybuf4s50_1     65
clkbuf_2            21
mux2i_1             32
a211oi_1            32
buf_2               12
dfxtp_2             32
clkdlybuf4s15_1      1
## kinds of logic (layout without fill, tap and decap cells)
group                  after synthesis  after routing  synth area share
AOI/OAI and AO/OA                   32             32             0.167
buffers and inverters               14            124            0.0809
DFF                                 32             32             0.446
muxes                               32             32             0.223
and+or+nand+nor                     32             32            0.0836
## timing repair
action | in CTS | in global routing
gates resized | 109 | 21
hold endpoints to repair | 0 | 0
setup buffers | 4 | 6
endpoints found under the setup margin | 32 | 21
Power and IR drop assume default switching activity.
